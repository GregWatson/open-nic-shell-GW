[/design/flow/config.mk]
export PLATFORM = sky130hd
export DESIGN_NAME = loop_ddr_ctrl
export DESIGN_NICKNAME = loop_ddr_ctrl
export VERILOG_FILES = /design/flow/design.v
export SDC_FILE = /design/flow/constraint.sdc
export NUM_CORES = 4
export LEC_CHECK = 1
export CORE_AREA = 10 10 533 533
export DIE_AREA = 0 0 543 543
export SYNTH_HDL_FRONTEND = slang
[/design/flow/constraint.sdc]
current_design loop_ddr_ctrl

set clk_period 209.9
set clk_io_pct 0.2

create_clock -name clk0 -period $clk_period [get_ports {c0_ddr4_ui_clk}]

set non_clock_inputs [all_inputs -no_clocks]
set_input_delay [expr $clk_period * $clk_io_pct] -clock clk0 $non_clock_inputs
set_output_delay [expr $clk_period * $clk_io_pct] -clock clk0 [all_outputs]
[/design/flow/design.v]
`timescale 1ns/1ps
module loop_ddr_ctrl #(
  parameter int REG_ADDR_W = 12,
  parameter int DDR4_NUM_RD_REGS = 4      
) (
    input wire                  ddr4_reg_we,
    input wire [REG_ADDR_W-1:0] ddr4_reg_addr,
    input wire           [31:0] ddr4_reg_wdata,
    output reg [DDR4_NUM_RD_REGS*32-1:0] ddr4_reg_rdata,
    input wire                  ddr4_reg_rst, 
    output reg c0_ddr4_app_en,
    output reg c0_ddr4_app_hi_pri,
    output reg c0_ddr4_app_wdf_end,
    output reg c0_ddr4_app_wdf_wren,
    output reg c0_ddr4_app_correct_en_i,
    input  wire c0_ddr4_app_rd_data_end,
    input  wire c0_ddr4_app_rd_data_valid,
    input  wire c0_ddr4_app_rdy,
    input  wire c0_ddr4_app_wdf_rdy,
    output reg [30 : 0]  c0_ddr4_app_addr,
    output reg [2 : 0]   c0_ddr4_app_cmd,
    output reg [511 : 0] c0_ddr4_app_wdf_data,
    output reg [63 : 0]  c0_ddr4_app_wdf_mask,
    input  wire [511 : 0] c0_ddr4_app_rd_data,
    input  wire c0_ddr4_ui_clk,
    input  wire c0_ddr4_ui_clk_sync_rst,
    input  wire c0_init_calib_complete
);
localparam DDR4_ADDR_CTRL     = 'h4;                      
localparam DDR4_ADDR_STATUS   = DDR4_ADDR_CTRL + 'h4;     
localparam DDR4_ADDR_COUNT    = DDR4_ADDR_STATUS + 'h4;   
localparam DDR4_ADDR_WDATA    = DDR4_ADDR_COUNT + 'h4;    
localparam DDR4_ADDR_UI_CNT   = DDR4_ADDR_WDATA + 'h4;    
localparam DDR4_ADDR_RD_DATA  = DDR4_ADDR_UI_CNT + 'h4;   
localparam DDR4_ADDR_RD_EVNTS = DDR4_ADDR_RD_DATA + 'h4;  
localparam DDR4_ADDR_ERR_ADDR = DDR4_ADDR_RD_EVNTS + 'h4; 
wire is_ctrl_reg   = ddr4_reg_addr == DDR4_ADDR_CTRL;
wire is_status_reg = ddr4_reg_addr == DDR4_ADDR_STATUS;
wire is_count_reg  = ddr4_reg_addr == DDR4_ADDR_COUNT;
wire is_wdata_reg  = ddr4_reg_addr == DDR4_ADDR_WDATA;
wire is_ui_cnt_reg = ddr4_reg_addr == DDR4_ADDR_UI_CNT;
wire is_rd_events  = ddr4_reg_addr == DDR4_ADDR_RD_EVNTS;
wire is_err_addr   = ddr4_reg_addr == DDR4_ADDR_ERR_ADDR;
reg rst;
reg ctrl_bit_start;
reg ctrl_bit_checkrd;
reg ctrl_bit_type;     
reg ctrl_bit_xor;      
reg [3:0] ctrl_bit_rdwd_sel;  
reg status_bit_done;
reg status_bit_running;
reg status_bit_rd_pass;
reg status_bit_rd_fail;
reg status_bit_calib_complete;
reg [30:0] num_cmds;  
reg [30:0] counter;    
reg [31:0] ui_clk_cnt;    
reg [31:0] ui_clk_cnt_d1; 
reg [31:0] wdata_base;  
reg [511 : 0] rd_data_f;
reg [511 : 0] rd_data;
reg           rd_data_valid_f;
reg           rd_data_valid;
reg [31:0] selected_rd32;
reg [31:0] selected_rd32_r;
reg [31:0] rd_counter;    
reg [31:0] rd_counter_nxt;
reg [31:0] num_rd_events;   
reg [31:0] rd_counter_d1;
reg [31:0] first_err_addr;
reg err_addr_vld;
localparam NUM_STATE_BITS = 3;
reg [NUM_STATE_BITS-1:0] state;
reg [NUM_STATE_BITS-1:0] state_nxt;
localparam S_IDLE     = 3'b001;
localparam S_WAIT_RDY = 3'b010;
localparam S_DELAY    = 3'b100;
reg drive_ddr4_signals;
reg incr_addr;
wire [30:0] counter_nxt;
assign counter_nxt = incr_addr ? counter + 32'h1 : counter;
wire  cmds_is_non_zero;
assign cmds_is_non_zero =  | num_cmds;
wire counter_done;
assign  counter_done = counter == num_cmds;
wire DDR4_xact_accepted;
assign DDR4_xact_accepted = c0_ddr4_app_rdy & c0_ddr4_app_wdf_rdy;
reg [511:0] actual_wdata;
always_comb for (integer i=0; i<16; i++)
    actual_wdata[32*i +: 32 ] = ctrl_bit_xor ? {counter[23:0], 4'd0, i[3:0]} ^ wdata_base : wdata_base;
assign c0_ddr4_app_en = drive_ddr4_signals;
assign c0_ddr4_app_hi_pri = '0;
assign c0_ddr4_app_wdf_end = drive_ddr4_signals & ~ctrl_bit_type;
assign c0_ddr4_app_wdf_wren = drive_ddr4_signals & ~ctrl_bit_type;   
assign c0_ddr4_app_correct_en_i = '0;
assign c0_ddr4_app_addr = {counter[27:0],3'd0};
assign c0_ddr4_app_cmd = {2'b0, ctrl_bit_type};   
assign c0_ddr4_app_wdf_data = actual_wdata;
assign c0_ddr4_app_wdf_mask = '0;
assign rd_counter_nxt = rd_data_valid_f ? rd_counter + 32'h1 : rd_counter;
reg rd_counter_done;
assign rd_counter_done = rd_data_valid & (rd_counter == num_cmds);
reg [511:0] exp_rdata;
reg [511:0] exp_rdata_r;
always_comb for (integer i=0; i<16; i++)
    exp_rdata[32*i +: 32 ] = ctrl_bit_xor ? {rd_counter[23:0], 4'd0, i[3:0]} ^ wdata_base : wdata_base;
wire check_rd_data_now = rd_data_valid & ctrl_bit_checkrd;
wire rd_error;
assign rd_error = check_rd_data_now & (exp_rdata_r !== rd_data);
always_comb begin
    state_nxt = state;
    incr_addr = 1'b0;
    drive_ddr4_signals = 1'b0;
    unique case(state)
        S_IDLE: begin if (ctrl_bit_start & cmds_is_non_zero) 
            state_nxt = S_WAIT_RDY;
        end
        S_WAIT_RDY: begin  
            drive_ddr4_signals = 1'b1;
            if (DDR4_xact_accepted) begin
                incr_addr = 1'b1;
                state_nxt =  S_DELAY;
            end
        end
        S_DELAY: begin   
            if (counter_done) state_nxt = S_IDLE;
            else state_nxt = S_WAIT_RDY;
        end
    endcase
    for (integer i=0; i < 16; i++) begin
        if (ctrl_bit_rdwd_sel == i[3:0]) selected_rd32 = rd_data[i*32 +: 32];
    end
end
always_ff @(posedge c0_ddr4_ui_clk) begin
    rst <= ddr4_reg_rst ;
end
always_ff @(posedge c0_ddr4_ui_clk) begin
    if (rst) begin
        ctrl_bit_start <= 1'b0;
        ctrl_bit_type <= 1'b0;
        ctrl_bit_xor <= 1'b0;
        ctrl_bit_checkrd <= 1'b0;
        ctrl_bit_rdwd_sel <= 4'h0;
        counter <= '0;
        num_cmds <= '0;
        wdata_base <= '0;
        ui_clk_cnt <= '0;
        ui_clk_cnt_d1 <= '0;
        status_bit_done <= '0;
        status_bit_running <= '0;
        status_bit_rd_pass <= 1'b0;
        status_bit_rd_fail <= 1'b0;
        status_bit_calib_complete <= '0;
        state <= S_IDLE;
        rd_data_valid_f <= 1'b0;
        rd_data_valid   <= 1'b0;
        rd_counter <= '0;
        num_rd_events <= '0;
        err_addr_vld <= 1'b0;
        first_err_addr <= '0;
    end    
    else begin 
        ctrl_bit_start    <= (ddr4_reg_we & is_ctrl_reg) & ddr4_reg_wdata[0] & (state == S_IDLE);
        ctrl_bit_type     <= (ddr4_reg_we & is_ctrl_reg) ? ddr4_reg_wdata[1] : ctrl_bit_type;
        ctrl_bit_xor      <= (ddr4_reg_we & is_ctrl_reg) ? ddr4_reg_wdata[2] : ctrl_bit_xor;
        ctrl_bit_checkrd  <= (ddr4_reg_we & is_ctrl_reg) ? ddr4_reg_wdata[3] : ctrl_bit_checkrd;
        wdata_base        <= (ddr4_reg_we & is_wdata_reg) ? ddr4_reg_wdata : wdata_base;
        ctrl_bit_rdwd_sel <= (ddr4_reg_we & is_ctrl_reg) ? ddr4_reg_wdata[7:4] : ctrl_bit_rdwd_sel;
        num_cmds          <= (ddr4_reg_we & is_count_reg) ? ddr4_reg_wdata : num_cmds;
        ui_clk_cnt        <= (ddr4_reg_we & is_ui_cnt_reg) ? ddr4_reg_wdata : ui_clk_cnt + 32'h1;
        ui_clk_cnt_d1     <= ui_clk_cnt;
        counter           <= state == S_IDLE ? '0 : counter_nxt;
        status_bit_done    <= state == S_IDLE;
        status_bit_running <= state == S_WAIT_RDY;
        status_bit_rd_pass <= ctrl_bit_start ? (ctrl_bit_type & ctrl_bit_checkrd) : status_bit_rd_pass & ~rd_error;
        status_bit_rd_fail <= ctrl_bit_start ? 1'b0 : (rd_error | status_bit_rd_fail);
        status_bit_calib_complete <= c0_init_calib_complete;
        state <= state_nxt;
        rd_data_f       <= c0_ddr4_app_rd_data;
        rd_data_valid_f <= c0_ddr4_app_rd_data_valid;
        rd_data         <= rd_data_valid_f ? rd_data_f : rd_data;
        rd_data_valid   <= rd_data_valid_f;
        selected_rd32_r <= selected_rd32;
        exp_rdata_r     <= rd_data_valid_f ? exp_rdata : exp_rdata;
        rd_counter <= (ctrl_bit_start & ctrl_bit_type)  ? '0 : rd_counter_nxt;
        rd_counter_d1 <= rd_counter;
        num_rd_events <= (ddr4_reg_we & is_rd_events) ? ddr4_reg_wdata : 
                                        rd_data_valid ? num_rd_events + 32'h1 
                                                      : num_rd_events;
        err_addr_vld <= ctrl_bit_start & ctrl_bit_type & ctrl_bit_checkrd ? 1'b0 :
                        check_rd_data_now ? err_addr_vld | rd_error : err_addr_vld;
        first_err_addr <= (ddr4_reg_we & is_err_addr) ? ddr4_reg_wdata :
                          check_rd_data_now & ~err_addr_vld & rd_error ? rd_counter_d1 : 
                          first_err_addr;
    end
end
always_comb begin
    ddr4_reg_rdata = '0;
    ddr4_reg_rdata[0]   = ctrl_bit_start;
    ddr4_reg_rdata[1]   = ctrl_bit_type;
    ddr4_reg_rdata[2]   = ctrl_bit_xor;
    ddr4_reg_rdata[3]   = ctrl_bit_checkrd;
    ddr4_reg_rdata[7:4] = ctrl_bit_rdwd_sel;
    ddr4_reg_rdata[32] = status_bit_done;            
    ddr4_reg_rdata[33] = status_bit_running;         
    ddr4_reg_rdata[34] = status_bit_rd_pass;         
    ddr4_reg_rdata[35] = status_bit_rd_fail;         
    ddr4_reg_rdata[48 +: NUM_STATE_BITS] = state;    
    ddr4_reg_rdata[62] = DDR4_xact_accepted;         
    ddr4_reg_rdata[63] = status_bit_calib_complete;  
    ddr4_reg_rdata[2*32 +: 32] = {1'b0,num_cmds};
    ddr4_reg_rdata[3*32 +: 32] = wdata_base;
    ddr4_reg_rdata[4*32 +: 32] = ui_clk_cnt_d1;
    ddr4_reg_rdata[5*32 +: 32] = selected_rd32_r;
    ddr4_reg_rdata[6*32 +: 32] = num_rd_events;
    ddr4_reg_rdata[7*32 +: 32] = first_err_addr;
end
endmodule: loop_ddr_ctrl
[/design/flow/run.sh]
#!/bin/bash
# OpenROAD 26Q1-2900-gdf79404cd8, Yosys 0.63+post, stock flow scripts
make -C /OpenROAD-flow-scripts/flow DESIGN_CONFIG=/design/flow/config.mk WORK_HOME=/design/flow/orfs finish
==> impl_metrics.json <==
{
  "cts_buffers": 143,
  "synthTopCellsByArea": "edfxtp_1 (67%), buf_4 (10%), dfxtp_1 (5.8%)",
  "yosys.area_share.adder_pct": 0.0525,
  "cpPeakStageDelay_ps": 1020,
  "dp.cells": 7472,
  "ys_sh_mux_pct": 0.485,
  "dp_hpwl_um": 171000,
  "tightest_slew_ps": 1010,
  "vdd_ir_drop_max_v": 0.00000662,
  "flop_cell": "edfxtp_1",
  "cp_cell_sequence": "clkdlybuf4s50_1, nand2_1, inv_1, clkdlybuf4s50_1",
  "yosysWarnings": 0,
  "grt_pass1_wl_um": 273000,
  "ys_async_sr_fraction_pct": 0,
  "portBuffers": 1186,
  "ys_chip_area_um2": 47700,
  "vias": 28156,
  "clock.latency.late_pin_ps": 820,
  "drv_cap": 0,
  "die_h_um": 543,
  "cp_slowest_cell": "clkdlybuf4s50_1",
  "reg2reg_from": "rst$_DFF_P_",
  "synth-simple-area-share_pct": 7.88,
  "synth_cell_types": 59,
  "fin_skew_ps": 78.0,
  "intPower_mw": 0.426,
  "synth-edff-count": 1060,
  "core.rowCount": 191,
  "required_ps": 167920,
  "ys_sh_aoi_pct": 2.09,
  "synthXorXnorAreaFrac_pct": 5.79,
  "arrival_ps": 44150,
  "die_width_um": 543,
  "worst-path-max-fanout": 4,
  "startpoint_type": "primary input",
  "setup_viol": 0,
  "synth-seq-cells": 1197,
  "antenna_found_initial": 101,
  "synthToLayoutAreaGrowth_pct": 36.9,
  "synth_seq_share_pct": 72.5,
  "drc": 0,
  "combPwrFrac_pct": 4.5,
  "end_kind": "output port",
  "grt_remaining_overflow": 0,
  "clk_path_buf_depth": 4,
  "swShare_pct": 21.1,
  "dr.pass1.iters": 5,
  "yosysTopAreaCell": "edfxtp_1",
  "common_cells": "edfxtp_1 (1,060), buf_4 (656), xnor2_1 (209)",
  "synth_top_area_share_pct": 66.8,
  "warnings": 32,
  "finalWorstSetupSlack_ps": 123770,
  "routedWlPerCell_um": 27.6,
  "grt_usage_pct": 14.4,
  "status": "finished, final reports clean",
  "dr.first_iter.drc_count": 1600,
  "syn_avg_cell_area_um2": 15.0,
  "power_switching_mw": 0.114,
  "fin_tns_setup_ps": 0,
  "hp-start": "rd_data_f[191]$_DFFE_PN_",
  "avgViaCountPerCell": 3.63,
  "syn_area_um2": 47700,
  "initCoreUtil_pct": 17.6,
  "synthCells": 3185,
  "fin_crit_ps": 86130,
  "cts_hold_buf": 0,
  "grt_pass1_vias": 29281,
  "hold_class": "reg2reg",
  "drt_wl_total_um": 214000,
  "topCombFamilyByArea": "buffers and inverters",
  "p_leak_nw": 21.6,
  "dieArea_um2": 295000,
  "path_class": "in2out",
  "cts_resized": 0,
  "finalMaxSlewViolations": 0,
  "h-tree-depth": 4,
  "post_cts_buffers": 0,
  "root_buffer": "clkbuf_16",
  "grt_max_degree": 126,
  "place.gp.congestion": 0.908,
  "fmaxAchievable_mhz": 11.6,
  "critPathMostFrequentCell": "clkdlybuf4s50_1",
  "clk_pin_slew_ps": 60,
  "coreArea_um2": 271000,
  "power.density_nw_per_um2": 8.27,
  "fin_cells": 7752,
  "dp_slack_ps": 123800,
  "fin_crit_sh_pct": 41.0,
  "io_pins": 1308,
  "drive_above_1_share_pct": 9.61,
  "top_cell": "edfxtp_1",
  "rsz0062_at_grt": "false",
  "cts_tree": "done",
  "power.share.clock_pct": 45.0,
  "seqPwrFrac_pct": 50.5,
  "slew_headroom_pct": 32.1,
  "detail-route-antenna-nets": 0,
  "critPathLaunch": "c0_ddr4_app_rdy",
  "hold_violations": 0,
  "ys_cells": 3185,
  "cts_sinks": 1197
}
==> stage by stage <==
step	hold WS, ps	util, %	total power [mW]	instance area (µm²)
floorplan	400	-	0.290	48100
global placement	400	22.3	0.302	60600
detailed placement	405	22.3	0.303	60600
CTS	384	24.0	0.549	65200
global route	382	24.0	0.559	65200
finish	389	24.0	0.540	65300
==> critical path: cells and delay by family <==
kind,cells,cell delay (ps)
and+or+nand+nor,1,190
buffers and inverters,3,1940
==> metal layers <==
layer  wire (µm)  GRT usage [%]  vias up
met3       33200           9.77      337
met1       74700           16.2    13488
li1            -              -    12623
met4        7140           4.09       60
met2       98300           22.4     1648
met5         582          0.503        -
==> placed cells by master, fill, tap and decap left out, drive strengths merged, types with 2 or more instances in the layout <==
cell,synthesis,routed
clkdlybuf4s50,0,1186
edfxtp,1060,1060
xnor2,209,209
nand2,206,206
clkbuf,67,181
buf,674,155
dfxtp,137,137
conb,1,119
xor2,106,106
and3,89,89
nor3,86,86
a21oi,82,82
nand4,80,80
nor2,73,73
nor4,52,52
nand3,44,44
clkinv,1,40
or3,37,37
o22ai,35,35
diode,0,32
or4,29,29
o21ai,23,23
inv,11,23
mux2i,22,22
bufinv,0,12
a221oi,9,9
and4,8,8
a31oi,7,7
clkinvlp,0,4
nor2b,4,4
o2111ai,3,3
and2,3,3
nand2b,2,2
nand3b,2,2
o221ai,2,2
a22oi,2,2
ha,2,2
==> kinds of logic after synthesis <==
kind of cell | count (synthesis)
AND-OR/OR-AND | 171
buffers and inverters | 754
adder cells (fa/ha/maj) | 2
multiplexers | 23
other | 1
AND/OR/NAND/NOR | 722
XOR/XNOR | 315
flip-flops | 1197
==> power groups by stage <==
stage                 registers (mW)  logic (mW)  clock network [mW]
final                          0.272      0.0243               0.243
after global routing           0.273      0.0262               0.260
after CTS                      0.273      0.0252               0.251
==> worst paths after layout <==
| path | end | depth (start not counted) | slack, ps |
|---|---|---|---|
| min reg2reg | rd_data[191]$_DFFE_PP_ | 0 | 390 |
| max | ddr4_reg_rdata[62] | 4 | 123770 |
| min | rd_data[191]$_DFFE_PP_ | 0 | 390 |
| max reg2reg | rd_data_f[317]$_DFFE_PN_ | 6 | 205190 |
==> flip-flops by register name, summed over array words and instances, names as in the netlist <==
name,flops
status_bit_calib_complete,1
rd_data_valid_f,1
rd_data_valid,1
ctrl_bit_checkrd,1
status_bit_rd_pass,1
status_bit_rd_fail,1
wdata_base,32
num_cmds,31
rd_data,512
rd_counter,24
exp_rdata_r,36
rd_data_f,512
status_bit_done,1
counter,31
rst,1
ctrl_bit_type,1
ctrl_bit_start,1
status_bit_running,1
state,3
ctrl_bit_xor,1
ctrl_bit_rdwd_sel,4
==> cell type report <==
type | count | area, µm²
Fill cell | 27762 | 206000
Sequential cell | 1197 | 34600
Timing Repair Buffer | 1341 | 13000
Multi-Input combinational cell | 1352 | 8490
Tap cell | 3570 | 4470
Clock buffer | 181 | 3850
Clock inverter | 67 | 689
Antenna cell | 32 | 80.1
Inverter | 12 | 57.6
Power figures rest on the tool's default switching activity, not on a simulated workload.
